==> flow/design.v <==
module all_in_one_computer_system(
    input CLK, RESET,  
    input [3:0] A, B,  
    input [7:0] DATA_IN,  
    input [3:0] OPCODE,  
    input READ, WRITE,  
    output [7:0] DATA_OUT,  
    output [3:0] ALU_RESULT,  
    output [3:0] PC,  
    output [7:0] IR  
);
reg [7:0] memory [15:0];  
reg [7:0] ACCUMULATOR;   
reg [3:0] PC_reg;        
reg [7:0] IR_reg;        
reg [3:0] ALU_result_reg;  
always @(posedge CLK or posedge RESET) begin
    if (RESET) begin
        PC_reg <= 4'b0000;    
        IR_reg <= 8'b00000000;  
        ACCUMULATOR <= 8'b00000000;  
    end else begin
        if (READ) begin
            DATA_OUT <= memory[PC_reg];  
            IR_reg <= DATA_IN;           
            PC_reg <= PC_reg + 1;        
        end
        if (WRITE) begin
            memory[PC_reg] <= DATA_IN;  
        end
    end
end
always @(posedge CLK) begin
    case (OPCODE)
        4'b0000: ALU_result_reg <= A + B;       
        4'b0001: ALU_result_reg <= A - B;       
        4'b0010: ALU_result_reg <= A & B;       
        4'b0011: ALU_result_reg <= A | B;       
        4'b0100: ALU_result_reg <= A ^ B;       
        4'b0101: ALU_result_reg <= ~A;          
        4'b0110: ALU_result_reg <= A << 1;      
        4'b0111: ALU_result_reg <= A >> 1;      
        default: ALU_result_reg <= 4'b0000;
    endcase
end
assign ALU_RESULT = ALU_result_reg;
assign PC = PC_reg;
assign IR = IR_reg;
reg [7:0] control_signals;
always @(posedge CLK) begin
    case (OPCODE)
        4'b0000: control_signals <= 8'b00000001;  
        4'b0001: control_signals <= 8'b00000010;  
        4'b0010: control_signals <= 8'b00000100;  
        4'b0011: control_signals <= 8'b00001000;  
        default: control_signals <= 8'b00000000;
    endcase
end
reg [7:0] stack [7:0];  
reg [2:0] stack_ptr;     
always @(posedge CLK or posedge RESET) begin
    if (RESET) begin
        stack_ptr <= 3'b000;  
    end else if (READ) begin
        stack[stack_ptr] <= DATA_IN;
        stack_ptr <= stack_ptr + 1;
    end else if (WRITE) begin
        stack_ptr <= stack_ptr - 1;
    end
end
endmodule
==> flow/run.sh <==
#!/bin/bash
# OpenROAD 26Q1-2900-gdf79404cd8, Yosys 0.63+post, stock flow scripts
make -C /OpenROAD-flow-scripts/flow DESIGN_CONFIG=/design/flow/config.mk WORK_HOME=/design/flow/orfs finish
==> flow/config.mk <==
export PLATFORM = sky130hd
export DESIGN_NAME = all_in_one_computer_system
export DESIGN_NICKNAME = all_in_one_computer_system
export VERILOG_FILES = /design/flow/design.v
export SDC_FILE = /design/flow/constraint.sdc
export NUM_CORES = 4
export LEC_CHECK = 1
export CORE_UTILIZATION = 30
==> flow/constraint.sdc <==
current_design all_in_one_computer_system

set clk_period 4.2
set clk_io_pct 0.2

create_clock -name clk0 -period $clk_period [get_ports {CLK}]

set non_clock_inputs [all_inputs -no_clocks]
set_input_delay [expr $clk_period * $clk_io_pct] -clock clk0 $non_clock_inputs
set_output_delay [expr $clk_period * $clk_io_pct] -clock clk0 [all_outputs]
==> results.txt <==
Implementation results. The flow ran to the end, and the final reports show no timing, DRC or antenna violations. For reference, full adder, half adder and majority cells occupy 3.41% of the area reported after synthesis. Counting every sink on the clock net gives ~150. Power per unit of standard cell area landed at a little under 600 mW/mm^2.

Once detail routing completed, the nets flagged for antenna violations numbered 0. Number of antenna violations at the first check in global routing landed at 0. Share of flip-flops with an asynchronous set or reset after synthesis landed at under 10%.

For this design, Yosys synthesis ends with a cell count of about 450. Number of gates resized after cts landed at 0. The data arrival time reported for the critical path is between 3 and 4 ns. In this run the tools logged warnings totalling 33.

Wire length per cell landed at about 18 microns. Flip-flop count of the largest register after layout landed at 128. The placement summary gives the final routability congestion estimate as ~0.86. Total placed cells including tap cells landed at ~760. After layout, the worst setup slack is 1.03 ns. Total die size landed at between 0.02 and 0.025 sq mm.

Number of hold buffers added after cts landed at 0. Per the post-CTS timing run, clock transition at the registers of the reported paths is around 0.060 ns. Total congestion overflow after global routing landed at 0. In this run the deepest clock path goes through 2 buffers. Pin count of the biggest net entering global routing landed at 39. For this run, the detailed router reports a per-instance via density of about 5.0. Tally of unique sky130hd cells used after synthesis landed at around 53. The worst hold path belongs to the class reg2reg.

In this run, synthesis inferred 136 flip-flops with an integrated enable. In this run the static leakage power is approximately 2.6 nW. Required time of the critical path landed at around 4.5 ns. Final non-filler cell area landed at ~0.008 sq mm.

The final timing report lists a max-slew violation count of 0. STA classifies the critical path startpoint as an input port. Final setup violation count landed at 0. Horizontal die dimension landed at 149 microns. Share of cell area taken by muxes after synthesis landed at under 10%. For this run, the detailed router's first-pass iteration total came to 5. For this configuration, the core starts out at a cell density of between 30 and 40%. Maximum operating frequency landed at between 300 and 400 MHz. Per the synthesis report, the simple-gate share of the synthesized area is 8.51%. Latest clock arrival within the worst-skew pair landed at 0.42 ns. The via count of the first global-routing pass was approximately 4k. Dividing the final minimum period by the clock period gives between 70% and 80%.

Cells fill 36.8% of the core in the end. In the Yosys report, the sequential cells make up a little under 70% of the chip area. Height of the die landed at 149 microns.

The Yosys step of the flow raised 4 warnings. The synthesized netlist handed to floorplanning was reported with a cell count of between 400 and 500. Share of layout cells above drive strength 1 landed at a little under an eighth.

Xor and xnor area share after synthesis landed at less than 1%. Yosys chip area landed at roughly 0.0065 sq mm. Cell area after synthesis landed at roughly 0.0065 sq mm. Port buffer count landed at roughly 47.

Number of post-CTS setup repair buffers landed at 0. In the routed netlist, the antenna diode instances number 0. Detailed placement HPWL landed at between 9 and 10 mm. Yosys shows that the main logic family after synthesis is AND-OR/OR-AND gates. After detailed routing, the number of remaining DRC violations is 0. Final period demand of the worst path landed at between 3 and 4 ns. The critical path in this run is classified as in2reg. Total global-route track usage landed at between 10% and 20%. Layout overhead on the synthesized area landed at 20.2%. Endpoints failing hold in the final report were tallied at 0. Number of violations reported at the end of detailed-routing iteration 0 landed at 244. The floorplan has about 53 rows. For reference, compound AND-OR and OR-AND cells occupy 10.2% of the area reported after synthesis. Before CTS, the worst setup slack after placement is roughly 0.62 ns.

The H-tree generated during clock tree synthesis spans 4 levels. Largest fanout of any net on the critical path landed at 13. STA classifies the critical path endpoint as a flip-flop. TritonCTS buffer count landed at 17.

Per the detail_route report, the via count comes to approximately 4.0k. Per the OpenROAD floorplan log, the area of the core is around 0.021 sq mm. Setup repair after global routing left no endpoint under its margin.

Wire length of the first global-routing pass landed at between 20 and 25 mm. The post-placement cell area is roughly 0.0073 sq mm. The commonest register cell is sky130_fd_sc_hd__edfxtp_1. In this run, synthesis produced a sequential element count of roughly 150. TritonCTS built the clock tree. CTS placed an instance of sky130_fd_sc_hd__clkbuf_16 at the clock tree root. After routing, the total negative slack on setup checks comes to 0 ns.

Transition time at the pin with the least slew margin landed at 0.928 ns. Worst slew slack as a fraction of its limit landed at between 30% and 40%. Total wire length landed at 14.7 mm. The highest supply drop recorded on VDD is roughly 0.29 mV. Tally of non-filler cells in the final layout landed at around 800. Number of violations of the max-capacitance limit landed at 0. Worst setup skew after layout landed at approximately 0.013 ns.

During I/O placement, the number of pins put on the boundary was ~48. Mean instance size in the synthesized netlist landed at around 14 sq um.
==> cell type report <==
class,count,area (sq um)
Multi-Input combinational cell,258,1790
Fill cell,1973,13300
Sequential cell,152,4460
Clock inverter,10,55.1
Timing Repair Buffer,64,598
Clock buffer,22,464
Tap cell,275,344
Inverter,15,56.3
==> layer usage <==
| layer | up-vias | GRT usage, % | share of wire [%] |
|---|---|---|---|
| li1 | 1834 | - | - |
| met1 | 1911 | 19.8 | 44 |
| met2 | 202 | 20.2 | 43 |
| met3 | 13 | 9.77 | 12 |
| met4 | 0 | 2.09 | 0.92 |
| met5 | - | 0 | 0 |
==> path summary, 6_finish.rpt <==
kind	start	endpoint	slack, ns	cells past startpoint
worst max-delay path	OPCODE[0]	ALU_result_reg[3]$_DFF_P_	1.03	9
worst min-delay path	IR_reg[5]$_DFFE_PP0P_	IR_reg[5]$_DFFE_PP0P_	0.50	1
worst max register to register	PC_reg[0]$_DFFE_PP0P_	memory[7][0]$_DFFE_PP_	1.67	5
worst min register to register	IR_reg[5]$_DFFE_PP0P_	IR_reg[5]$_DFFE_PP0P_	0.50	1
max in group asynchronous	RESET	IR_reg[3]$_DFFE_PP0P_	2.98	2
min in group asynchronous	RESET	IR_reg[2]$_DFFE_PP0P_	0.89	2
==> stage by stage <==
step | total power, mW | hold WS (ns)
finish | 4.61 | 0.503
global route | 4.83 | 0.526
CTS | 4.62 | 0.506
detailed placement | 3.30 | 0.494
global placement | 3.30 | 0.492
floorplan | 2.80 | 0.456
==> logic make-up after synthesis <==
logic type / count (synthesis)
fa+ha+maj: 17
compound gates: 92
mux: 25
flops: 152
simple gates: 118
xor+xnor: 6
buf+inv: 42
==> worst max-delay path, cell delays in order <==
cell and delay, ns:
sky130_fd_sc_hd__clkdlybuf4s50_1 0.76, sky130_fd_sc_hd__nor4b_1 0.44, sky130_fd_sc_hd__mux2_2 0.41, sky130_fd_sc_hd__inv_1 0.06, sky130_fd_sc_hd__ha_1 0.21, sky130_fd_sc_hd__nor2b_1 0.13, sky130_fd_sc_hd__o21a_1 0.17, sky130_fd_sc_hd__or3b_1 0.35
sky130_fd_sc_hd__o221ai_1 0.14
==> power by group <==
group          switching [mW]  total (mW)  internal (mW)  leakage (nW)
registers              0.0516        1.86           1.81          1.40
logic                   0.864        1.42          0.560         0.977
clock network           0.552        1.33          0.776         0.259
==> cells in the final DEF (no fill, tap or decap), types with 10 or more instances in the layout <==
cell type / synthesis / final
sky130_fd_sc_hd__dfrtp_1: 12 / 12
sky130_fd_sc_hd__clkdlybuf4s50_1: 0 / 47
sky130_fd_sc_hd__clkbuf_16: 0 / 17
sky130_fd_sc_hd__o22ai_1: 11 / 11
sky130_fd_sc_hd__mux2i_1: 10 / 10
sky130_fd_sc_hd__a22oi_1: 11 / 11
sky130_fd_sc_hd__nand2_1: 42 / 42
sky130_fd_sc_hd__nand3_1: 11 / 11
sky130_fd_sc_hd__edfxtp_1: 136 / 136
sky130_fd_sc_hd__nor2_1: 29 / 29
sky130_fd_sc_hd__mux2_2: 10 / 10
sky130_fd_sc_hd__ha_1: 16 / 16
sky130_fd_sc_hd__buf_4: 0 / 17
sky130_fd_sc_hd__inv_1: 15 / 15
sky130_fd_sc_hd__a21oi_1: 14 / 14
==> synthesized netlist by cell type (4+ instances only) <==
| library cell | count | share of area [%] |
|---|---|---|
| sky130_fd_sc_hd__a21oi_1 | 14 | 1.1 |
| sky130_fd_sc_hd__nor2b_1 | 8 | 0.77 |
| sky130_fd_sc_hd__a222oi_1 | 6 | 0.93 |
| sky130_fd_sc_hd__nor3_1 | 6 | 0.46 |
| sky130_fd_sc_hd__nand3_1 | 11 | 0.85 |
| sky130_fd_sc_hd__a22o_1 | 8 | 1.1 |
| sky130_fd_sc_hd__inv_1 | 15 | 0.87 |
| sky130_fd_sc_hd__dfrtp_1 | 12 | 4.6 |
| sky130_fd_sc_hd__a221oi_1 | 4 | 0.54 |
| sky130_fd_sc_hd__o22ai_1 | 11 | 1.1 |
| sky130_fd_sc_hd__buf_2 | 15 | 1.2 |
| sky130_fd_sc_hd__xnor2_1 | 4 | 0.54 |
| sky130_fd_sc_hd__nand2b_1 | 9 | 0.87 |
| sky130_fd_sc_hd__a22oi_1 | 11 | 1.3 |
| sky130_fd_sc_hd__nor2_1 | 29 | 1.7 |
| sky130_fd_sc_hd__mux2i_1 | 10 | 1.5 |
| sky130_fd_sc_hd__mux2_2 | 10 | 1.7 |
| sky130_fd_sc_hd__ha_1 | 16 | 3.1 |
| sky130_fd_sc_hd__edfxtp_1 | 136 | 63 |
| sky130_fd_sc_hd__a31oi_1 | 8 | 0.77 |
| sky130_fd_sc_hd__dfxtp_1 | 4 | 1.2 |
| sky130_fd_sc_hd__o21ai_0 | 7 | 0.54 |
| sky130_fd_sc_hd__nand2_1 | 42 | 2.4 |
| sky130_fd_sc_hd__clkbuf_1 | 5 | 0.29 |
| sky130_fd_sc_hd__buf_6 | 5 | 0.87 |
Power figures rest on the tool's default switching activity, not on a simulated workload.
