==> flow/design.v <==
module io_architecture(
    input CLK, RESET,  
    input [7:0] DATA_IN,  
    input [7:0] IO_ADDR,  
    input [7:0] MEM_ADDR,  
    input [7:0] DMA_DATA,  
    input PIO_READ, PIO_WRITE,  
    input DMA_REQUEST, DMA_ACK,  
    output reg [7:0] DATA_OUT,  
    output reg [7:0] MEM_OUT,  
    output reg PIO_STATUS,  
    output reg DMA_STATUS  
);
reg [7:0] io_device [15:0];  
always @(posedge CLK or posedge RESET) begin
    if (RESET) begin
        PIO_STATUS <= 0;
        DATA_OUT <= 8'b00000000;
    end else begin
        if (PIO_WRITE) begin
            io_device[IO_ADDR] <= DATA_IN;  
            PIO_STATUS <= 1;  
        end else if (PIO_READ) begin
            DATA_OUT <= io_device[IO_ADDR];  
            PIO_STATUS <= 1;  
        end else begin
            PIO_STATUS <= 0;  
        end
    end
end
reg [7:0] memory [31:0];  
reg [7:0] dma_buffer;  
always @(posedge CLK or posedge RESET) begin
    if (RESET) begin
        DMA_STATUS <= 0;
        MEM_OUT <= 8'b00000000;
        dma_buffer <= 8'b00000000;
    end else begin
        if (DMA_REQUEST && !DMA_ACK) begin
            dma_buffer <= DMA_DATA;  
            memory[MEM_ADDR] <= dma_buffer;  
            DMA_STATUS <= 1;  
        end else if (DMA_ACK) begin
            MEM_OUT <= memory[MEM_ADDR];  
            DMA_STATUS <= 0;  
        end else begin
            DMA_STATUS <= 0;  
        end
    end
end
endmodule
==> flow/run.sh <==
#!/bin/bash
# OpenROAD 26Q1-2900-gdf79404cd8, Yosys 0.63+post, stock flow scripts
make -C /OpenROAD-flow-scripts/flow DESIGN_CONFIG=/design/flow/config.mk WORK_HOME=/design/flow/orfs finish
==> flow/config.mk <==
export PLATFORM = sky130hd
export DESIGN_NAME = io_architecture
export DESIGN_NICKNAME = io_architecture
export VERILOG_FILES = /design/flow/design.v
export SDC_FILE = /design/flow/constraint.sdc
export NUM_CORES = 4
export LEC_CHECK = 1
export CORE_UTILIZATION = 40
==> flow/constraint.sdc <==
current_design io_architecture

set clk_period 2.1
set clk_io_pct 0.2

create_clock -name clk0 -period $clk_period [get_ports {CLK}]

set non_clock_inputs [all_inputs -no_clocks]
set_input_delay [expr $clk_period * $clk_io_pct] -clock clk0 $non_clock_inputs
set_output_delay [expr $clk_period * $clk_io_pct] -clock clk0 [all_outputs]
==> impl_metrics.py <==
# Generated from Yosys and OpenROAD reports
metrics = {
    "yosys": {
        "ys_seq_share": 0.729,
        "top_cell_area_share": 0.690,
        "yosys_warnings": 3,
        "synth.area.top_cells": "edfxtp_1 (69%), nand3_1 (4.1%), dfrtp_1 (3.9%), mux2_2 (1.5%), a22oi_1 (1.4%)",
        "synth_flops": 410,
        "synth.distinct_cells": 76,
        "ys_cells": 1109,
        "top_area_cell": "edfxtp_1",
        "edf_count": 384,
        "ys.flop_type": "edfxtp_1",
        "yosysChipArea_mm2": 0.0167,
        "synth_area_mm2": 0.0167,
        "async_flop_share": 0.0634,
        "syn_area_per_cell_um2": 15.1,
        "synth_cells": 1109,
    },
    "worst_setup_path": {
        "crit_slowest_cell": "clkdlybuf4s50_1",
        "cpMostUsedCell": "buf_4",
        "worstPathMaxFanout": 12,
        "crit_path_end_kind": "register",
        "arrival_ps": 2450,
        "cp_data_required_time_ps": 2530,
        "cp-start-kind": "input pin",
        "crit_chain": "clkdlybuf4s50_1 > buf_12 > nor2b_4 > a22oi_1 > a211oi_1 > buf_4 > nor4_1 > buf_4 > a31oi_1",
        "critical_path_class": "input pin to register",
        "max_stage_delay_ps": 460,
    },
    "die": {
        "io_pins": 56,
        "core-area_mm2": 0.0410,
        "dieHeight_um": 206,
        "row_count": 74,
        "fp_util": 0.407,
        "die_x_um": 206,
        "die-area_mm2": 0.0426,
    },
    "finish": {
        "final_core_util": 0.519,
        "layout-drive-gt1-share": 0.277,
        "instances_no_fill": 1952,
        "area_growth_pct": 27.3,
    },
    "clocking": {
        "clkSinkCount": 410,
        "clk_pin_slew_worst_paths_ps": 60,
        "clk_latency_ps": 570,
        "cts_inserted_buffers": 44,
        "cts_buffer_depth": 3,
        "h-tree-depth": 2,
        "clockRootBuffer": "clkbuf_16",
        "cts_hold_buf": 0,
        "cts_tree": "yes",
    },
    "sta": {
        "rsz0062_at_grt": "false",
        "max_freq_mhz": 494,
        "whs_ps": 469,
        "setup_viol": 0,
        "final_hold_viol_count": 0,
        "slew-limit-headroom": 0.531,
        "fin_crit_ps": 2020,
        "skew_ps": 17.0,
        "post-route-period-util": 0.964,
        "worst_slew_pin_slew_ps": 701,
        "slew_viol_final": 0,
        "worst_slack_ps": 75.7,
    },
    "flow_run": {
        "warnings": 33,
        "max_cap_viol_count": 0,
    },
    "power_and_ir_drop": {
        "power_mw": 18.8,
        "p_leak_nw": 7.51,
        "irDropWorstVdd_mv": 0.739,
        "p_per_area_mw_per_mm2": 882,
    },
    "placement": {
        "hpwl_mm": 34.1,
        "port_buffers": 48,
        "pre_cts_slack_ps": -612,
        "place_inst": 1872,
        "gp_congestion": 0.942,
    },
    "global_routing": {
        "grt_max_degree": 48,
        "grt_use_total": 0.255,
        "antenna_found_initial": 1,
        "grt_pass1_vias": 11300,
        "overflow": 0,
        "grt_first_pass_wirelength_mm": 71.4,
    },
    "detailed_routing": {
        "initialDrtViolationCount": 772,
        "drt-total-wl_mm": 48.4,
        "drc": 2,
        "vias": 10900,
        "first_pass_iters": 46,
        "diodes": 0,
        "viasPerCell": 5.58,
        "wl_per_cell_um": 24.8,
        "drtAntennaViolNets": 0,
    },
    "run_status": {
        "violations": "DRC",
        "outcome": "complete, but fails checks",
    },
    "worst_hold_path": {
        "hold_path_class": "input pin to register",
    },
}
final timing paths:
| check | startpoint | to | slack, ps | cells after the start |
|---|---|---|---|---|
| max in group asynchronous | RESET | DATA_OUT[5] | 1250 | 4 |
| max reg2reg | memory[14][5] | MEM_OUT[5] | 130 | 7 |
| min reg2reg | dma_buffer[2] | dma_buffer[2] | 510 | 1 |
| min in group asynchronous | RESET | dma_buffer[0] | 540 | 4 |
| min | DMA_DATA[5] | dma_buffer[5] | 470 | 2 |
| max | MEM_ADDR[0] | MEM_OUT[5] | 80 | 9 |
sequential cells by signal, summed over array words and instances (netlist names):
| signal | cells |
|---|---|
| DATA_OUT | 8 |
| DMA_STATUS | 1 |
| MEM_OUT | 8 |
| PIO_STATUS | 1 |
| dma_buffer | 8 |
| io_device | 128 |
| memory | 256 |
repair_timing:
item | CTS | global route
gates resized | 1 | 8
setup buffers | 0 | 0
pin swaps | 0 | 1
gates cloned | 0 | 0
setup endpoints to repair | 1 | 5
routing by layer:
| metal | GRT usage | wire, um | vias up |
|---|---|---|---|
| met5 | 0.0179 | 84 | - |
| li1 | - | - | 4976 |
| met3 | 0.152 | 6640 | 85 |
| met1 | 0.363 | 19000 | 5269 |
| met2 | 0.352 | 21200 | 563 |
| met4 | 0.0651 | 1470 | 4 |
cell families after synthesis:
family / Yosys count / share of synthesized area
multiplexers: 51 / 0.0356
buffers and inverters: 90 / 0.0301
AND-OR/OR-AND: 181 / 0.0767
flip-flops: 410 / 0.729
AND/OR/NAND/NOR: 377 / 0.129
placed cells by master (no fill, tap or decap), drive strengths merged, types with 7 or more instances in the layout:
cell type | netlist | final
clkbuf | 21 | 50
and3 | 26 | 26
inv | 11 | 12
a31oi | 12 | 12
nor4 | 14 | 14
nand3b | 9 | 9
o22ai | 11 | 11
nand4 | 27 | 27
mux2 | 33 | 33
nand2 | 37 | 37
bufinv | 0 | 7
nor2b | 11 | 11
a22o | 8 | 8
and3b | 12 | 12
mux2i | 16 | 16
a22oi | 31 | 31
buf | 58 | 264
edfxtp | 384 | 384
a32o | 7 | 7
clkdlybuf4s50 | 0 | 45
clkinv | 0 | 21
nand2b | 11 | 11
a21oi | 19 | 19
nor3 | 14 | 14
nor2 | 43 | 43
o21ai | 40 | 40
and2 | 8 | 8
dfrtp | 26 | 26
nand3 | 138 | 138
o211ai | 7 | 7
per-stage QoR:
stage | cell area, um2 | TNS (ps)
5_1_grt | 21300 | 0
4_1_cts | 21200 | 0
2_1_floorplan | 16700 | -13390
6_report | 21300 | 0
3_3_place_gp | 19800 | -105150
3_5_place_dp | 19800 | -102870
final cells by class:
type                            count  area (um2)
Fill cell                        3326       19700
Tap cell                          532         666
Clock inverter                     30         353
Clock buffer                       50        1120
Multi-Input combinational cell    609        4090
Timing Repair Buffer              310        2820
Sequential cell                   410       12200
Inverter                           11        45.0
worst max-delay path, delay by kind of cell:
family | cells | cell delay [ps]
AOI/OAI and AO/OA | 3 | 570
buffers and inverters | 4 | 1000
and+or+nand+nor | 2 | 460
report_power, final:
| part | switching, mW | total, mW | internal (mW) |
|---|---|---|---|
| sequential | 0.0875 | 9.30 | 9.21 |
| combinational | 0.930 | 1.59 | 0.660 |
| clock | 3.15 | 7.87 | 4.72 |
synthesized netlist by cell type, types with 5 or more instances:
library cell  instances
nor2b_1              11
a211oi_1              5
inv_1                 9
mux2_4                5
o22ai_1              11
nand3_1             137
o2bb2ai_1             6
buf_4                10
o21ai_0              31
buf_2                36
mux2_1                5
nand4_1              27
and3b_1              12
mux2i_1              16
nor3_1               12
nand2b_1             11
nand2_1              35
and2_1                6
a22oi_1              31
a22o_1                8
clkbuf_1             21
buf_6                11
a311oi_1              5
and3_1               26
a32o_1                7
edfxtp_1            384
a21oi_1              19
o211ai_1              7
dfrtp_1              26
nor4_1               13
mux2_2               23
nor2_1               40
a31oi_1              12
nand3b_1              8
o21ai_1               9
