**./design.v**
```verilog
module memory_unit(
    input CLK, RESET,  
    input [3:0] ADDR,  
    input [7:0] DATA_IN,  
    input READ, WRITE,  
    input [7:0] SEARCH_KEY,  
    output reg [7:0] DATA_OUT,  
    output reg [7:0] SEARCH_RESULT  
);
reg [7:0] primary_memory [15:0];  
always @(posedge CLK or posedge RESET) begin
    if (RESET)
        DATA_OUT <= 8'b00000000;  
    else if (READ)
        DATA_OUT <= primary_memory[ADDR];  
    else if (WRITE)
        primary_memory[ADDR] <= DATA_IN;  
end
reg [7:0] secondary_memory [31:0];  
always @(posedge CLK or posedge RESET) begin
    if (RESET)
        DATA_OUT <= 8'b00000000;  
    else if (READ)
        DATA_OUT <= secondary_memory[ADDR];  
    else if (WRITE)
        secondary_memory[ADDR] <= DATA_IN;  
end
reg [7:0] cam_memory [7:0];  
reg [7:0] cam_data [7:0];  
integer i;
always @(posedge CLK or posedge RESET) begin
    if (RESET)
        SEARCH_RESULT <= 8'b00000000;  
    else if (READ) begin
        SEARCH_RESULT <= 8'b00000000;  
        for (i = 0; i < 8; i = i + 1) begin
            if (cam_data[i] == SEARCH_KEY) begin
                SEARCH_RESULT <= cam_memory[i];  
            end
        end
    end
    else if (WRITE) begin
        cam_memory[ADDR] <= DATA_IN;
        cam_data[ADDR] <= SEARCH_KEY;
    end
end
reg [7:0] seq_memory [15:0];  
reg [3:0] seq_addr;  
always @(posedge CLK or posedge RESET) begin
    if (RESET)
        seq_addr <= 4'b0000;  
    else if (WRITE)
        seq_memory[seq_addr] <= DATA_IN;  
    else if (READ) begin
        DATA_OUT <= seq_memory[seq_addr];  
        seq_addr <= seq_addr + 1;  
    end
end
reg [7:0] dasd_memory [31:0];  
always @(posedge CLK or posedge RESET) begin
    if (RESET)
        DATA_OUT <= 8'b00000000;  
    else if (READ)
        DATA_OUT <= dasd_memory[ADDR];  
    else if (WRITE)
        dasd_memory[ADDR] <= DATA_IN;  
end
endmodule
```
**./config.mk**
```make
export PLATFORM = sky130hd
export DESIGN_NAME = memory_unit
export DESIGN_NICKNAME = memory_unit
export VERILOG_FILES = /design/flow/design.v
export SDC_FILE = /design/flow/constraint.sdc
export NUM_CORES = 4
export LEC_CHECK = 1
export CORE_UTILIZATION = 40
export SYNTH_HDL_FRONTEND = slang
```
**./constraint.sdc**
```tcl
current_design memory_unit

set clk_period 5.3
set clk_io_pct 0.2

create_clock -name clk0 -period $clk_period [get_ports {CLK}]

set non_clock_inputs [all_inputs -no_clocks]
set_input_delay [expr $clk_period * $clk_io_pct] -clock clk0 $non_clock_inputs
set_output_delay [expr $clk_period * $clk_io_pct] -clock clk0 [all_outputs]
```
**./run.sh**
```bash
#!/bin/bash
# OpenROAD 26Q1-2900-gdf79404cd8, Yosys 0.63+post, stock flow scripts
make -C /OpenROAD-flow-scripts/flow DESIGN_CONFIG=/design/flow/config.mk WORK_HOME=/design/flow/orfs finish
```
==> impl_metrics.tcl <==
# flow metrics
set metrics [dict create \
    ys_ff 412 \
    yosysChipArea_um2 16090 \
    failed_stage "synthesis" \
    number_of_flops_mapped_to_enable_cells_by_yosys 392 \
    synth_cell_type_count 32 \
    result_of_the_run "aborted with a tool error" \
    error_message "ERROR: Found 8 problems in 'check -assert'." \
    share_of_flip_flops_with_an_asynchronous_set_or_reset_pct 4.854 \
    synth.yosys.num_cells 796 \
    dominantRegCellSynth "sky130_fd_sc_hd__edfxtp_1" \
    synth_warnings 0 \
    synth-seq-area-share_pct 76.29 \
]
[cell families after synthesis]
group | Yosys count | share of synthesized area (%)
compound gates | 52 | 2.333
xor+xnor | 67 | 3.648
fa+ha+maj | 4 | 0.3111
buf+inv | 58 | 1.633
flops | 412 | 76.29
mux | 96 | 12.32
simple gates | 107 | 3.469
[cells in the mapped netlist, types with 3 or more instances]
| cell type | count | area (um2) |
|---|---|---|
| sky130_fd_sc_hd__o21ai_0 | 17 | 85.08 |
| sky130_fd_sc_hd__mux4_2 | 80 | 1802 |
| sky130_fd_sc_hd__edfxtp_1 | 392 | 11770 |
| sky130_fd_sc_hd__nand4_1 | 5 | 31.28 |
| sky130_fd_sc_hd__xor2_1 | 48 | 420.4 |
| sky130_fd_sc_hd__inv_1 | 21 | 78.83 |
| sky130_fd_sc_hd__nand2b_1 | 4 | 25.02 |
| sky130_fd_sc_hd__o22a_1 | 8 | 70.07 |
| sky130_fd_sc_hd__clkbuf_1 | 17 | 63.81 |
| sky130_fd_sc_hd__buf_2 | 12 | 60.06 |
| sky130_fd_sc_hd__and2_1 | 9 | 56.30 |
| sky130_fd_sc_hd__nor4_1 | 14 | 87.58 |
| sky130_fd_sc_hd__and3_1 | 9 | 56.30 |
| sky130_fd_sc_hd__a22o_1 | 8 | 70.07 |
| sky130_fd_sc_hd__xnor2_1 | 19 | 166.4 |
| sky130_fd_sc_hd__a22oi_1 | 8 | 60.06 |
| sky130_fd_sc_hd__nand2_1 | 13 | 48.80 |
| sky130_fd_sc_hd__ha_1 | 4 | 50.05 |
| sky130_fd_sc_hd__buf_1 | 3 | 11.26 |
| sky130_fd_sc_hd__dfrtp_1 | 20 | 500.5 |
| sky130_fd_sc_hd__nor3_1 | 21 | 105.1 |
| sky130_fd_sc_hd__a211o_1 | 8 | 70.07 |
| sky130_fd_sc_hd__mux2_2 | 16 | 180.2 |
| sky130_fd_sc_hd__buf_6 | 3 | 33.78 |
| sky130_fd_sc_hd__nor2_1 | 27 | 101.4 |
